File: ./design.v
package crc_pkg;
  localparam  write_crc8 = 32'd0;
  localparam  read_crc8 = 32'd4;
  localparam  write_crc15 = 32'd8;
  localparam  read_crc15 = 32'd12;
endpackage : crc_pkg
module bram_dp_true
  #(
  parameter RAM_WIDTH     = 8,
  parameter RAM_ADDR_BITS = 10
)(
  input  logic                     clk_i,
  input  logic [RAM_ADDR_BITS-1:0] addr_a_i,
  input  logic [RAM_ADDR_BITS-1:0] addr_b_i,
  input  logic [RAM_WIDTH-1:0]     data_a_i,
  input  logic [RAM_WIDTH-1:0]     data_b_i,
  input  logic                     we_a_i,
  input  logic                     we_b_i,
  input  logic                     en_a_i,
  input  logic                     en_b_i,
  input  logic                     rst_i,
  output logic [RAM_WIDTH-1:0]     data_a_o,
  output logic [RAM_WIDTH-1:0]     data_b_o
);
  localparam RAM_DEPTH = 2**RAM_ADDR_BITS;
  logic [RAM_WIDTH-1:0] bram [RAM_DEPTH-1:0];
  logic [RAM_WIDTH-1:0] ram_data_a_ff;
  logic [RAM_WIDTH-1:0] ram_data_b_ff;
  logic [RAM_WIDTH-1:0] data_a_reg_ff;
  always_ff @(posedge clk_i) begin
    if (rst_i)
      data_a_reg_ff <= {RAM_WIDTH{1'b0}};
    else if (en_a_i)
      data_a_reg_ff <= data_a_i;
  end
  always_ff @(posedge clk_i) begin
    if (en_a_i) begin
      if (we_a_i)
        bram[addr_a_i] <= data_a_reg_ff;
      else
        ram_data_a_ff <= bram[addr_a_i];
    end
  end
  always_ff @(posedge clk_i) begin
    if (en_b_i) begin
      if (we_b_i)
        bram[addr_b_i] <= data_b_i;
      else
        ram_data_b_ff <= bram[addr_b_i];
    end
  end
  assign data_a_o = ram_data_a_ff;
  assign data_b_o = ram_data_b_ff;
endmodule : bram_dp_true
File: ./run.sh
#!/bin/bash
# OpenROAD 26Q1-2900-gdf79404cd8, Yosys 0.63+post, stock flow scripts
make -C /OpenROAD-flow-scripts/flow DESIGN_CONFIG=/design/flow/config.mk WORK_HOME=/design/flow/orfs finish
File: ./config.mk
export PLATFORM = sky130hd
export DESIGN_NAME = bram_dp_true
export DESIGN_NICKNAME = bram_dp_true
export VERILOG_FILES = /design/flow/design.v
export SDC_FILE = /design/flow/constraint.sdc
export NUM_CORES = 4
export LEC_CHECK = 1
export CORE_UTILIZATION = 40
export SYNTH_MEMORY_MAX_BITS = 65536
File: ./constraint.sdc
current_design bram_dp_true

set clk_period 51.0
set clk_io_pct 0.2

create_clock -name clk0 -period $clk_period [get_ports {clk_i}]

set non_clock_inputs [all_inputs -no_clocks]
set_input_delay [expr $clk_period * $clk_io_pct] -clock clk0 $non_clock_inputs
set_output_delay [expr $clk_period * $clk_io_pct] -clock clk0 [all_outputs]
==> impl_metrics.xml <==
<?xml version="1.0" encoding="UTF-8"?>
<metrics>
  <group name="run_status">
    <metric name="run_status" unit="">finished with violations</metric>
    <metric name="violations" unit="">antenna rules, capacitance limit, slew limit</metric>
  </group>
  <group name="placed_design">
    <metric name="dp.cells" unit="">50700</metric>
    <metric name="post-place-ws" unit="ns">31.31</metric>
    <metric name="dpl.hpwl" unit="um">1710000</metric>
    <metric name="globalplace.congestion" unit="">1.07</metric>
    <metric name="placement.cell_area" unit="mm^2">0.512</metric>
    <metric name="io_buffers" unit="">57</metric>
  </group>
  <group name="clocking">
    <metric name="tritoncts.num_buffers" unit="">942</metric>
    <metric name="cts_sinks" unit="">8216</metric>
    <metric name="cts_root_buffer" unit="">clkbuf_16</metric>
    <metric name="clkSlewWorstSetupHoldPaths" unit="ns">0.06</metric>
    <metric name="cts_resized" unit="">0</metric>
    <metric name="cts_setup_buffers" unit="">0</metric>
    <metric name="clk-insertion-delay-late" unit="ns">1.34</metric>
    <metric name="ctsHoldBuffers" unit="">0</metric>
    <metric name="htree_levels" unit="">6</metric>
    <metric name="cts-root-to-sink-buffers" unit="">5</metric>
    <metric name="tritoncts_clock_tree" unit="">done</metric>
  </group>
  <group name="timing">
    <metric name="final_critical_path_setup_slack" unit="ns">32.12</metric>
    <metric name="max_clock_freq" unit="MHz">53.0</metric>
    <metric name="finalMaxSlewViolations" unit="">156</metric>
    <metric name="final.setup.tns" unit="ns">0</metric>
    <metric name="finalSetupViolations" unit="">0</metric>
    <metric name="rsz_0062_raised_after_global_routing" unit="">false</metric>
    <metric name="timing.clock.skew" unit="ns">0.143</metric>
    <metric name="layout_worst_path_cycle_share" unit="">0.370</metric>
    <metric name="min_period" unit="ns">18.88</metric>
    <metric name="hold_violations" unit="">0</metric>
    <metric name="max_slew.worst_pin.slew" unit="ns">1.78</metric>
    <metric name="maxSlewHeadroom" unit="">-0.192</metric>
  </group>
  <group name="synthesis">
    <metric name="synth_area" unit="mm^2">0.488</metric>
    <metric name="synthDistinctLibCells" unit="">71</metric>
    <metric name="synth.yosys.num_cells" unit="">36200</metric>
    <metric name="ys_area" unit="mm^2">0.488</metric>
    <metric name="synth.top_cells.by_area" unit="">edfxtp_1 51%, mux2_2 19%, mux2i_1 13%, o22ai_1 4.3%, mux4_2 4.1%</metric>
    <metric name="ys_dominant_reg_cell" unit="">edfxtp_1</metric>
    <metric name="edf_count" unit="">8208</metric>
    <metric name="synthCells" unit="">36200</metric>
    <metric name="synth.largest_area_cell" unit="">edfxtp_1</metric>
    <metric name="syn-mean-instance-area" unit="um^2">13.5</metric>
    <metric name="postSynth.asyncResetShare" unit="">0</metric>
    <metric name="ys.warnings.count" unit="">1</metric>
    <metric name="seq_total_area_yosys" unit="">0.506</metric>
    <metric name="synth.top_cell.area_share" unit="">0.505</metric>
    <metric name="synth.ff_latch_count" unit="">8216</metric>
  </group>
  <group name="job">
    <metric name="max_cap_violations" unit="">16</metric>
    <metric name="tool_warnings" unit="">36</metric>
  </group>
  <group name="setup_path">
    <metric name="critical_path.endpoint_type" unit="">flip-flop</metric>
    <metric name="ff2ff_setup_slack" unit="ns">45.35</metric>
    <metric name="critPathMaxFanout" unit="">75</metric>
    <metric name="worst_ep_arrival_time" unit="ns">19.90</metric>
    <metric name="r2r_start" unit="">data_a_reg_ff[5]</metric>
    <metric name="cp_data_required_time" unit="ns">52.02</metric>
    <metric name="setup_crit_start_kind" unit="">primary input</metric>
    <metric name="cp-endpoint" unit="">ram_data_b_ff[0]</metric>
    <metric name="critical_path_class" unit="">primary input to flip-flop</metric>
    <metric name="worstRegToRegCells" unit="">8</metric>
    <metric name="critical_path.startpoint" unit="">addr_b_i[1]</metric>
    <metric name="rr_endpoint" unit="">bram[682][5]</metric>
  </group>
  <group name="floorplan">
    <metric name="die.size.x" unit="um">1110</metric>
    <metric name="num_rows" unit="">405</metric>
    <metric name="share_of_the_core_filled_by_cells_before_placement" unit="">0.401</metric>
    <metric name="top_level_ports" unit="">58</metric>
    <metric name="core" unit="mm^2">1.22</metric>
    <metric name="die_height" unit="um">1110</metric>
    <metric name="floorplan.die_area" unit="mm^2">1.22</metric>
  </group>
  <group name="pwr">
    <metric name="vdd.ir_drop.worst" unit="V">0.0000318</metric>
    <metric name="power_leakage" unit="nW">188</metric>
    <metric name="power_per_cell_area" unit="mW/mm^2">29.7</metric>
  </group>
  <group name="global_routing">
    <metric name="pin_count_of_the_biggest_net_entering_global_routing" unit="">105</metric>
    <metric name="grt-ovfl-total" unit="">0</metric>
    <metric name="antenna_violations_before_repair" unit="">414</metric>
    <metric name="grt_usage" unit="">0.422</metric>
    <metric name="grt_first_pass_wirelength" unit="um">3270000</metric>
    <metric name="first_global_vias" unit="">362000</metric>
  </group>
  <group name="layout">
    <metric name="final_design_area_no_fill" unit="mm^2">0.545</metric>
    <metric name="drive_gt1_frac" unit="">0.364</metric>
    <metric name="layout-area-overhead-vs-synth" unit="%">11.8</metric>
    <metric name="stdcell_count" unit="">53400</metric>
  </group>
  <group name="route">
    <metric name="route.vias.total" unit="">360000</metric>
    <metric name="detail_route.wirelength" unit="um">2480000</metric>
    <metric name="detail_route.drc_violations" unit="">0</metric>
    <metric name="pre_antenna_drt_iters" unit="">9</metric>
    <metric name="antenna_left" unit="">1</metric>
    <metric name="drtIter0Drc" unit="">32100</metric>
    <metric name="routed_wire_length_per_instance" unit="um">46.4</metric>
    <metric name="via_count_normalized_by_instance_count" unit="">6.75</metric>
  </group>
  <group name="worst_hold_path">
    <metric name="worstHoldPathType" unit="">flip-flop to flip-flop</metric>
  </group>
</metrics>
registers in the layout, summed over array words and instances (netlist names):
| register | cells |
|---|---|
| bram | 8192 |
| ram_data_a_ff | 8 |
| ram_data_b_ff | 8 |
| data_a_reg_ff | 8 |
layer usage:
layer  track usage  share of wire
met1         0.477           0.33
met2         0.542           0.41
met4         0.280          0.077
met5        0.0913         0.0038
met3         0.329           0.18
critical path: stages:
cell and delay [ns]:
buf_16 0.33, buf_4 0.53, buf_4 0.49, buf_4 0.51, buf_4 0.62, buf_4 0.59, buf_4 0.59, buf_4 0.59
buf_4 0.65, buf_4 0.59, mux2i_1 0.42, o22ai_1 0.19, nor4_1 0.78, nand4_1 0.29, a22oi_1 0.68, buf_4 0.23
o311ai_2 0.29, buf_4 0.29, or4b_1 0.56
layout make-up:
type	count	area, um^2
antenna	1020	2550
inverter	8	42.5
clock inverter	587	5920
multi-input combinational	23900	226000
fill	107000	670000
clock buffer	1138	24500
tap	16100	20100
sequential	8216	247000
timing repair buffer	2519	19900
kinds of logic after synthesis:
group | Yosys count | synth area share
buffers and inverters | 4180 | 0.0343
AND/OR/NAND/NOR | 3311 | 0.0314
flip-flops | 8216 | 0.506
AND-OR/OR-AND | 4915 | 0.0640
multiplexers | 15600 | 0.365
cell usage after synthesis (96+ instances only):
master	n
mux2_2	8249
nor2_1	1371
nand2_1	624
o22ai_1	3383
nor4_1	445
buf_1	400
mux2i_1	6480
nand4_1	134
edfxtp_1	8208
a22oi_1	137
a211oi_1	124
a31oi_1	99
buf_2	681
nor3_1	365
nand3_1	180
o21ai_0	706
o2111ai_1	96
clkbuf_1	3054
mux4_2	896
how the worst min path moves through the flow:
stage                 cells past startpoint        startpoint  slack, ns                to
after CTS                                 2  data_a_reg_ff[6]       0.74  data_a_reg_ff[6]
final                                     2  data_a_reg_ff[6]       0.74  data_a_reg_ff[6]
after global routing                      2  data_a_reg_ff[6]       0.78  data_a_reg_ff[6]
power by group:
part	switching, mW	internal (mW)	total, mW
registers	0.0184	7.43	7.45
clock network	3.01	3.90	6.91
logic	1.24	0.609	1.85
total	4.27	11.9	16.2
layout by cell type (no fill, tap or decap), drive strengths merged, types with 10 or more instances in the layout:
cell type      count
mux2            8249
edfxtp          8208
mux2i           6480
o22ai           3383
buf             2491
nor2            1407
clkbuf          1138
diode           1020
mux4             896
o21ai            707
nand2            624
nor4             445
clkinv           437
nor3             368
nand3            180
a22oi            137
nand4            134
a211oi           124
a31oi             99
bufinv            98
o2111ai           96
a22o              86
o22a              78
o211ai            58
o221ai            57
or4               46
clkinvlp          33
clkdlybuf4s50     28
inv               27
a21oi             26
nor2b             17
o311ai            16
or4b              16
o311a             11
or3               10
a311oi            10
and2              10
metrics by stage:
| step | hold slack (ns) | total power [mW] | utilization |
|---|---|---|---|
| floorplan | 0.848 | 8.58 | - |
| global route | 0.782 | 16.5 | 0.448 |
| global placement | 0.721 | 9.34 | 0.421 |
| detailed placement | 0.726 | 9.35 | 0.422 |
| finish | 0.737 | 16.2 | 0.449 |
| CTS | 0.738 | 16.2 | 0.447 |
Power and IR drop assume default switching activity.
