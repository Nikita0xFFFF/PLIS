==> flow/design.v <==
package crc_pkg;
  localparam  write_crc8 = 32'd0;
  localparam  read_crc8 = 32'd4;
  localparam  write_crc15 = 32'd8;
  localparam  read_crc15 = 32'd12;
endpackage : crc_pkg
module mult_dsp
#(
  parameter A_WIDTH = 25,
  parameter B_WIDTH = 18,
  parameter R_WIDTH = A_WIDTH + B_WIDTH
)
(
  input  logic                      clk_i,
  input  logic                      rst_i,
  input  logic signed [A_WIDTH-1:0] a_i,
  input  logic signed [B_WIDTH-1:0] b_i,
  output logic signed [R_WIDTH-1:0] res_o
);
  logic signed [A_WIDTH-1:0] a_ff;
  logic signed [B_WIDTH-1:0] b_ff;
  logic signed [R_WIDTH-1:0] res_ff;
  logic signed [R_WIDTH-1:0] mult;
  always_ff @(posedge clk_i ) begin
    if (rst_i) begin
      a_ff <= '0;
      b_ff <= '0;
    end
    else begin
      a_ff <= a_i;
      b_ff <= b_i;
    end
  end
  assign mult = a_ff * b_ff;
  always_ff @(posedge clk_i ) begin
    if (rst_i)
      res_ff <= '0;
    else
      res_ff <= mult;
  end
  assign res_o = res_ff;
endmodule
module mult_dsp_wrapper
#(
  parameter A_WIDTH = 25,
  parameter B_WIDTH = 18,
  parameter R_WIDTH = A_WIDTH + B_WIDTH
)
(
  input  logic        clk_i,
  input  logic        rst_i,
  input  logic [24:0] a_i,
  input  logic [17:0] b_i,
  output logic [42:0] res_o
);
  logic [24:0] a_ff;
  logic [17:0] b_ff;
  logic [42:0] res_ff;
  logic [42:0] res;
  always_ff @(posedge clk_i or posedge rst_i) begin
    if (rst_i) begin
      a_ff <= '0;
      b_ff <= '0;
    end
    else begin
      a_ff <= a_i;
      b_ff <= b_i;
    end
  end
  mult_dsp
  #(
    .A_WIDTH (A_WIDTH),
    .B_WIDTH (B_WIDTH)
  )
    i_mult
  (
    .clk_i (clk_i),
    .rst_i (rst_i),
    .a_i   (a_ff),
    .b_i   (b_ff),
    .res_o (res)
  );
  always_ff @(posedge clk_i or posedge rst_i) begin
    if (rst_i)
      res_ff <= '0;
    else
      res_ff <= res;
  end
  assign res_o = res_ff;
endmodule
==> flow/run.sh <==
#!/bin/bash
# OpenROAD 26Q1-2900-gdf79404cd8, Yosys 0.63+post, stock flow scripts
make -C /OpenROAD-flow-scripts/flow DESIGN_CONFIG=/design/flow/config.mk WORK_HOME=/design/flow/orfs finish
==> flow/config.mk <==
export PLATFORM = sky130hd
export DESIGN_NAME = mult_dsp_wrapper
export DESIGN_NICKNAME = mult_dsp_wrapper
export VERILOG_FILES = /design/flow/design.v
export SDC_FILE = /design/flow/constraint.sdc
export NUM_CORES = 4
export LEC_CHECK = 1
export CORE_UTILIZATION = 50
==> flow/constraint.sdc <==
current_design mult_dsp_wrapper

set clk_period 19.9
set clk_io_pct 0.2

create_clock -name clk0 -period $clk_period [get_ports {clk_i}]

set non_clock_inputs [all_inputs -no_clocks]
set_input_delay [expr $clk_period * $clk_io_pct] -clock clk0 $non_clock_inputs
set_output_delay [expr $clk_period * $clk_io_pct] -clock clk0 [all_outputs]
==> results_dict.tcl <==
# place-and-route summary
set metrics [dict create \
    rsz0062_at_grt "false" \
    cts_hold_buf 0 \
    grt_pass1_wl_um 73400 \
    ys_seq_elements 172 \
    synthArstFlopShare 0.500 \
    ys_seq_frac 0.191 \
    fin_crit_ns 7.08 \
    gr-usage-all-layers 0.251 \
    cts_setup_buffers 0 \
    placed_area_um2 21700 \
    worstMarginPinSlew_ns 0.935 \
    initial_core_util 0.509 \
    grt_max_degree 55 \
    crit_fanout 25 \
    rows 73 \
    post_drt_via_cell_ratio 4.95 \
    cp-end-kind "register" \
    fp.coreArea_um2 39800 \
    vias 13200 \
    warnings 25 \
    setup_tns_ns 0 \
    cts.clk_slew.worst_paths_ns 0.09 \
    top_cell_area_share 0.436 \
    drt_iter0_markers 528 \
    required_ns 20.29 \
    routedWlPerCell_um 16.4 \
    common_cells "inv_1 (504), fa_1 (441), nand2_1 (290), and2_1 (164), ha_1 (107)" \
    clockBufferDepth 2 \
    critPathMaxStageDelay_ns 0.93 \
    min_path_cells 0 \
    dieHeight_um 203 \
    flop_cell "dfxtp_1" \
    period_used_share 0.356 \
    gp_congestion 0.945 \
    worst_clock_skew_ns 0.0229 \
    tritoncts "built" \
    pwr_density_cell_nw_per_um2 83.2 \
    cts_made_buffers 17 \
    r2r_cells 21 \
    fmax_mhz 141 \
    finalNonFillerCells 2660 \
    path_buffers 5 \
    ys_chip_area_um2 20300 \
    clock_sink_count 172 \
    dp_hpwl_um 33700 \
    worstSetupPathType "reg -> reg" \
    ys_types 49 \
    area_growth_pct 10.0 \
    htree_num_levels 4 \
    die_x_um 203 \
    dp_cells 2628 \
    firstDrtPassIters 5 \
    top_cell "inv_1" \
    drtAntennaViolNets 0 \
    post_cts_resize_count 0 \
    stdcell_area_um2 22300 \
    syn_area_um2 20300 \
    leakagePower_nw 10.9 \
    synthCells 2068 \
    grt_pass1_vias 14300 \
    critical_path.slowest_cell "dfxtp_1" \
    hold_violations 0 \
    syn_area_per_cell_um2 9.80 \
    setup_viol 0 \
    hold_class "reg -> reg" \
    max_cap_violations 0 \
    antenna_cells 0 \
    cp.depth 21 \
    slew_violations 0 \
    ys_cells 2068 \
    start_kind "register" \
    drive_above_1_share 0.0361 \
    gr-total-overflow 0 \
    path_cells "nand2_1, inv_1, fa_1, inv_1, fa_1, fa_1, inv_1, fa_1, fa_1, inv_1, fa_1, inv_1, ha_1, and4_1, and4_1, nand2_2, o41ai_4, a211o_2, a31oi_4, a2111oi_2, o21bai_1" \
    antenna_found_initial 1 \
    drc 0 \
    clk_latency_ns 0.47 \
    synthTopCellsByArea "fa_1 (44%), dfrtp_1 (11%), inv_1 (9.3%)" \
    ios 88 \
    crit_family "adder cells" \
    clockRootBuffer "clkbuf_16" \
    worst_path_most_repeated_cell "fa_1" \
    port_buffers 87 \
    yosys_warnings 2 \
    chipArea_um2 41300 \
    slew_headroom 0.376 \
    yosysTopAreaCell "fa_1" \
    ir_worst_vdd_mv 0.0816 \
    edf_count 0 \
    arrival_ns 7.47 \
    wl_um 43600 \
    finalPower_mw 1.86 \
    status "finished, final reports clean" \
]
-- through the flow --
step	hold slack, ns	setup WS, ns	util
final	0.327	12.82	0.560
after global routing	0.333	12.53	0.560
after CTS	0.327	12.88	0.560
after detailed placement	0.320	12.93	0.545
after global placement	0.318	13.08	0.545
after floorplan	0.316	13.44	-
-- layout by cell type (no fill, tap or decap), types with 2 or more instances in the layout --
cell type          n
inv_1            503
fa_1             441
nand2_1          290
and2_1           164
ha_1             107
dfrtp_1           86
dfxtp_1           86
clkdlybuf4s50_1   86
nor2_1            63
nor2b_1           54
a21oi_1           38
buf_4             34
xnor2_1           24
o21ai_0           22
clkbuf_16         17
xor2_1            15
a21o_1            12
nand2b_1           9
nand3_1            8
nor3_1             8
a211oi_1           7
o211ai_1           5
o21bai_1           4
o21a_1             4
inv_8              4
or3_1              3
nor4_1             3
clkinv_8           3
inv_6              3
a211o_1            2
and4_1             2
and3_1             2
clkinvlp_4         2
-- power breakdown --
group / leakage, nW / internal (mW) / switching, mW
registers: 1.78 / 0.416 / 0.0258
clock network: 0.277 / 0.167 / 0.162
logic: 8.85 / 0.472 / 0.612
-- path summary, 6_finish.rpt --
| path | from | end | slack [ns] |
|---|---|---|---|
| worst max-delay path | i_mult.b_ff[3]$_SDFF_PP0_ | i_mult.res_ff[42]$_SDFF_PP0_ | 12.82 |
| worst min-delay path | i_mult.res_ff[10]$_SDFF_PP0_ | res_ff[10]$_DFF_PP0_ | 0.33 |
| worst max register to register | i_mult.b_ff[3]$_SDFF_PP0_ | i_mult.res_ff[42]$_SDFF_PP0_ | 12.82 |
| worst min register to register | i_mult.res_ff[10]$_SDFF_PP0_ | res_ff[10]$_DFF_PP0_ | 0.33 |
| max in group asynchronous | rst_i | a_ff[9]$_DFF_PP0_ | 15.00 |
| min in group asynchronous | rst_i | res_ff[11]$_DFF_PP0_ | 3.78 |
-- cells by family (layout without fill, tap and decap cells) --
group | count (synthesis) | after routing | share of synthesized area
DFF | 172 | 172 | 0.191
buffers and inverters | 589 | 656 | 0.109
xor gates and xnor gates | 39 | 39 | 0.0169
and+or+nand+nor | 610 | 610 | 0.144
AOI/OAI and AO/OA | 110 | 110 | 0.0366
adders and majority gates | 548 | 548 | 0.502
-- final cells by class --
class	count	area, µm²
Fill cell	3519	17500
Multi-Input combinational cell	1307	14200
Sequential cell	172	3870
Inverter	504	1890
Timing Repair Buffer	120	1120
Tap cell	525	657
Clock buffer	18	429
Clock inverter	14	149
-- metal layers --
metal / track usage / wire, µm / vias to the layer above
met2: 0.409 / 22000 / 389
li1: - / - / 6048
met1: 0.357 / 17300 / 6677
met5: 0 / 0 / -
met3: 0.0746 / 3100 / 63
met4: 0.0537 / 1250 / 0
-- flip-flops by register name, summed over array words and instances (netlist names) --
| register | cells |
|---|---|
| res_ff | 43 |
| i_mult.a_ff | 25 |
| i_mult.res_ff | 43 |
| i_mult.b_ff | 18 |
| a_ff | 25 |
| b_ff | 18 |
-- worst reg2reg max path, cell delays in order, from the launching register on --
cell and delay [ns]:
dfxtp_1 0.93, nand2_1 0.22, inv_1 0.18, fa_1 0.51, inv_1 0.19, fa_1 0.49, fa_1 0.53, inv_1 0.05
fa_1 0.48, fa_1 0.48, inv_1 0.05, fa_1 0.47, inv_1 0.04, ha_1 0.36, and4_1 0.25, and4_1 0.25
nand2_2 0.09, o41ai_4 0.61, a211o_2 0.26, a31oi_4 0.11, a2111oi_2 0.30, o21bai_1 0.15
No activity file was given, so power comes from the tool's default toggle rates.
