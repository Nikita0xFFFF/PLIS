## run.sh

```bash
#!/bin/bash
# OpenROAD 26Q1-2900-gdf79404cd8, Yosys 0.63+post, stock flow scripts
make -C /OpenROAD-flow-scripts/flow DESIGN_CONFIG=/design/flow/config.mk WORK_HOME=/design/flow/orfs finish
```

## config.mk

```make
export PLATFORM = sky130hd
export DESIGN_NAME = syst_ws
export DESIGN_NICKNAME = syst_ws
export VERILOG_FILES = /design/flow/design.v
export SDC_FILE = /design/flow/constraint.sdc
export NUM_CORES = 4
export LEC_CHECK = 1
export CORE_UTILIZATION = 30
```

## constraint.sdc

```tcl
current_design syst_ws

set clk_period 9.7
set clk_io_pct 0.2

create_clock -name clk0 -period $clk_period [get_ports {clk_i}]

set non_clock_inputs [all_inputs -no_clocks]
set_input_delay [expr $clk_period * $clk_io_pct] -clock clk0 $non_clock_inputs
set_output_delay [expr $clk_period * $clk_io_pct] -clock clk0 [all_outputs]
```

## design.v

```verilog
package crc_pkg;
  localparam  write_crc8 = 32'd0;
  localparam  read_crc8 = 32'd4;
  localparam  write_crc15 = 32'd8;
  localparam  read_crc15 = 32'd12;
endpackage : crc_pkg
module syst_node
#(
  parameter W_WIDTH  = 8,
  parameter X_WIDTH  = 8,
  parameter SI_WIDTH = 8,
  parameter SO_WIDTH = 17
)
(
  input  logic                clk_i,
  input  logic                rst_i,
  input  logic [W_WIDTH -1:0] weight_i,
  input  logic [SI_WIDTH-1:0] psumm_i,
  input  logic [X_WIDTH -1:0] x_i,
  output logic [SO_WIDTH-1:0] psumm_o,
  output logic [X_WIDTH -1:0] x_o
);
  logic [X_WIDTH        -1:0] x_ff;
  logic [SO_WIDTH       -1:0] psumm_ff;
  logic [X_WIDTH+W_WIDTH-1:0] weight_mult;
  assign weight_mult = x_i * weight_i;
  always_ff @(posedge clk_i or posedge rst_i) begin
    if (rst_i)
      psumm_ff <= '0;
    else
      psumm_ff <= psumm_i + weight_mult;
  end
  always_ff @(posedge clk_i or posedge rst_i) begin
    if (rst_i)
      x_ff <= '0;
    else
      x_ff <= x_i;
  end
  assign psumm_o = psumm_ff;
  assign x_o     = x_ff;
endmodule
module syst_ws
(
  input  logic clk_i,
  input  logic rst_i,
  input  logic [7:0] x1_i,
  input  logic [7:0] x2_i,
  input  logic [7:0] x3_i,
  output logic [18:0] y1_o,
  output logic [18:0] y2_o
);
  localparam W11 = 8'd2;
  localparam W12 = 8'd3;
  localparam W13 = 8'd4;
  localparam W21 = 8'd5;
  localparam W22 = 8'd6;
  localparam W23 = 8'd7;
  localparam W_WIDTH = 8;
  localparam X_WIDTH = 8;
  logic [7:0]  x1_pipe;
  logic [7:0]  x2_pipe;
  logic [7:0]  x3_pipe;
  logic [16:0] psumm11;
  logic [17:0] psumm12;
  logic [18:0] psumm13;
  logic [16:0] psumm21;
  logic [17:0] psumm22;
  logic [18:0] psumm23;
  syst_node #(
    .W_WIDTH  (8),
    .X_WIDTH  (8),
    .SI_WIDTH (1),
    .SO_WIDTH (17)
  ) node_11 (
    .clk_i    (clk_i),
    .rst_i    (rst_i),
    .weight_i (W11),
    .psumm_i  ('0),
    .x_i      (x1_i),
    .psumm_o  (psumm11),
    .x_o      (x1_pipe)
  );
  syst_node #(
    .W_WIDTH  (8),
    .X_WIDTH  (8),
    .SI_WIDTH (17),
    .SO_WIDTH (18)
  ) node_12 (
    .clk_i    (clk_i),
    .rst_i    (rst_i),
    .weight_i (W12),
    .psumm_i  (psumm11),
    .x_i      (x2_i),
    .psumm_o  (psumm12),
    .x_o      (x2_pipe)
  );
  syst_node #(
     .W_WIDTH  (8),
     .X_WIDTH  (8),
     .SI_WIDTH (18),
     .SO_WIDTH (19)
   ) node_13 (
     .clk_i    (clk_i),
     .rst_i    (rst_i),
     .weight_i (W13),
     .psumm_i  (psumm12),
     .x_i      (x3_i),
     .psumm_o  (psumm13),
     .x_o      (x3_pipe)
   );
  syst_node #(
    .W_WIDTH  (8),
    .X_WIDTH  (8),
    .SI_WIDTH (1),
    .SO_WIDTH (17)
  ) node_21 (
    .clk_i    (clk_i),
    .rst_i    (rst_i),
    .weight_i (W21),
    .psumm_i  ('0),
    .x_i      (x1_pipe),
    .psumm_o  (psumm21),
    .x_o      ()
  );
  syst_node #(
    .W_WIDTH  (8),
    .X_WIDTH  (8),
    .SI_WIDTH (17),
    .SO_WIDTH (18)
  ) node_22 (
    .clk_i    (clk_i),
    .rst_i    (rst_i),
    .weight_i (W22),
    .psumm_i  (psumm21),
    .x_i      (x2_pipe),
    .psumm_o  (psumm22),
    .x_o      ()
  );
 syst_node #(
     .W_WIDTH  (8),
     .X_WIDTH  (8),
     .SI_WIDTH (18),
     .SO_WIDTH (19)
   ) node_23 (
     .clk_i    (clk_i),
     .rst_i    (rst_i),
     .weight_i (W23),
     .psumm_i  (psumm22),
     .x_i      (x2_pipe),
     .psumm_o  (psumm23),
     .x_o      ()
   );
  assign y1_o = psumm13;
  assign y2_o = psumm23;
endmodule
```

==> flow_metrics.py <==
# Synthesis and PnR figures
metrics = {
    "run_status": {
        "run_status": "finished clean",
    },
    "drt": {
        "detail-route-antenna-nets": 0,
        "detail_route.drc_violations": 0,
        "detailed_router_s_first_iteration_violation_count": 117,
        "drt_pass_1_iters": 9,
        "detail_route.wl_per_cell_microns": 12.0,
        "wirelength_microns": 8680,
        "detail_route.antenna_diodes": 0,
        "dr_total_vias": 3349,
        "route.detailed.vias_per_inst": 4.62,
    },
    "synthesis": {
        "syn_area_cell_sq_um": 11.0,
        "yosys.stat.chipArea_sq_um": 4860,
        "ys_async_sr_fraction": 1.00,
        "synthCells": 443,
        "ys_warn_count": 3,
        "synth-edff-count": 0,
        "synth.lib_cells_used.distinct": 49,
        "sequential_fraction_of_the_synthesis_area": 0.381,
        "synth_flops": 74,
        "synthFlopType": "sky130_fd_sc_hd__dfrtp_1",
        "total_cells_reported_by_yosys_after_synthesis": 443,
        "syn-cell-area_sq_um": 4860,
    },
    "timing": {
        "tns_ps": 0,
        "finalMaxSlewViolations": 0,
        "fmax_mhz": 211,
        "timing_worst_slew_pin_value_ps": 664,
        "post-route-period-util": 0.490,
        "min_period_ps": 4750,
        "relSlewSlack": 0.554,
        "grt_setup_unrepaired": "no",
        "setup_violations": 0,
        "finClkSkew_ps": 7.20,
        "hold_viol": 0,
    },
    "clock_network": {
        "cts_num_sinks": 74,
        "postCtsSetupRepairBufs": 0,
        "clock.latency.late_pin_ps": 330,
        "cts_tree": "built",
        "deepest_level_of_the_cts_h_tree": 3,
        "cts_hold_buf": 0,
        "clock_tree.buffer_depth": 2,
        "clkTransAtPathRegs_ps": 60,
        "cts-buffers-inserted": 9,
        "cts-resized-gates": 0,
        "cts_root_buffer": "sky130_fd_sc_hd__clkbuf_16",
    },
    "floorplanning": {
        "rows": 46,
        "chip_area_sq_um": 16700,
        "die-height_microns": 129,
        "floorplanUtilization": 0.307,
        "pin_count": 64,
        "core_area_sq_um": 15800,
        "die_width_microns": 129,
    },
    "critical_path": {
        "crit_path_max_fanout": 4,
        "worst-setup-path-type": "input port to flip-flop",
        "end_kind": "flip-flop",
        "critPathLaunchType": "input port",
        "worstPathArrival_ps": 5000,
        "crit_required_ps": 9950,
    },
    "global_route": {
        "grt_use_met2": 0.188,
        "grt_start_max_net_pins": 50,
        "busiest_layer": "met2",
        "grt.met1_usage": 0.170,
        "grt_pass1_vias": 3323,
        "grt.overflow.total": 0,
        "gr-usage-all-layers": 0.117,
        "met3_usage": 0.0193,
        "grt_first_pass_wirelength_microns": 15300,
        "antenna_found_initial": 0,
    },
    "final_layout": {
        "layout_top_cells_excl_fill_tap": "75 x sky130_fd_sc_hd__ha_1, 74 x sky130_fd_sc_hd__dfrtp_1, 50 x sky130_fd_sc_hd__clkdlybuf4s50_1",
        "fillCellCount": 1484,
        "layout-drive-gt1-share": 0.0491,
        "area_growth_synth_to_finish_pct": 21.9,
        "layout.area.comb_sq_um": 2870,
        "layout_top_cell_excl_fill_tap": "sky130_fd_sc_hd__ha_1",
        "sequential_cell_area_sq_um": 1850,
    },
    "power": {
        "total_power_uw": 1470,
        "vdd.ir_drop.worst_uv": 106,
        "cellPowerDensity_nw_per_um2": 249,
        "leakagePower_uw": 0.00269,
    },
    "hold_path": {
        "min_path_type": "flip-flop to flip-flop",
    },
    "placed_design": {
        "i_o_buffers": 50,
        "gp_congestion": 0.827,
        "detailed_place_hpwl_microns": 6720,
    },
    "flow_run": {
        "openroad_warning_count": 32,
        "max_cap_check_violation_count": 0,
    },
}
## power by group
group          leakage, uW  internal [uW]  switching, uW
clock network     0.000162            240            126
registers         0.000872            404           32.3
logic              0.00165            350            320
total              0.00269            994            478
## flip-flops by register name, indices dropped and copies added (netlist names)
register	count
node_12.x_ff	8
node_21.psumm_ff	11
node_11.x_ff	7
node_22.psumm_ff	12
node_11.psumm_ff	1
node_12.psumm_ff	10
node_13.psumm_ff	12
node_23.psumm_ff	13
## worst max-delay path: stages
cell and delay, ps:
sky130_fd_sc_hd__clkdlybuf4s50_1 510, sky130_fd_sc_hd__ha_1 260, sky130_fd_sc_hd__fa_1 430, sky130_fd_sc_hd__a211oi_1 230, sky130_fd_sc_hd__o21bai_1 100, sky130_fd_sc_hd__a21oi_1 220
sky130_fd_sc_hd__xor2_1 100, sky130_fd_sc_hd__ha_1 210, sky130_fd_sc_hd__or2_1 270, sky130_fd_sc_hd__or4_1 470, sky130_fd_sc_hd__o311ai_1 100, sky130_fd_sc_hd__xnor2_1 160
## through the flow
step	util	area (sq um)	setup WS, ps	instances	hold slack [ps]
after global placement	0.353	5590	4640	709	335
after detailed placement	0.353	5590	4630	709	335
after floorplan	-	4900	5340	455	331
after CTS	0.374	5920	4960	725	347
after global routing	0.374	5920	4670	725	361
final	0.374	5920	4950	725	346
## layer usage
layer | wire [microns] | vias to the layer above | share of wire
li1 | - | 1684 | -
met1 | 4250 | 1562 | 0.49
met2 | 3910 | 89 | 0.45
met3 | 358 | 14 | 0.041
met4 | 161 | 0 | 0.019
met5 | 0 | - | 0
## cell type report
class,instances,area share
Timing Repair Buffer,51,0.0858
Tap cell,216,0.0456
Multi-Input combinational cell,344,0.484
Inverter,24,0.0152
Clock buffer,11,0.0427
Clock inverter,5,0.0144
Sequential cell,74,0.313
## logic make-up after synthesis
group,share of synthesized area
buf+inv,0.0386
simple gates,0.0778
compound gates,0.162
fa+ha+maj,0.255
other cells,0.000772
xor+xnor,0.0847
flops,0.381
## cells in the mapped netlist (all sizes together), types with 2 or more instances
| library cell | count | area share |
|---|---|---|
| ha | 75 | 0.19 |
| inv | 24 | 0.019 |
| buf | 13 | 0.020 |
| o21ai | 20 | 0.021 |
| a31oi | 4 | 0.0051 |
| o31a | 3 | 0.0054 |
| a21oi | 32 | 0.034 |
| xor2 | 15 | 0.027 |
| or2 | 2 | 0.0026 |
| fa | 15 | 0.062 |
| nor2b | 6 | 0.0077 |
| nor3 | 3 | 0.0031 |
| nand2b | 5 | 0.0064 |
| dfrtp | 74 | 0.38 |
| nor4 | 2 | 0.0026 |
| nor2 | 34 | 0.026 |
| and3 | 5 | 0.0077 |
| o311a | 2 | 0.0041 |
| a311oi | 3 | 0.0054 |
| a21o | 13 | 0.020 |
| xnor2 | 32 | 0.058 |
| nand4 | 2 | 0.0026 |
| o31ai | 2 | 0.0031 |
| a2111oi | 2 | 0.0088 |
| o21bai | 5 | 0.0077 |
| nand2 | 9 | 0.0070 |
| o211ai | 3 | 0.0046 |
| and2 | 3 | 0.0041 |
| o22ai | 2 | 0.0026 |
| a211oi | 8 | 0.012 |
| a21boi | 2 | 0.0031 |
| o21a | 8 | 0.012 |
| nand3 | 6 | 0.0062 |
## path summary, 6_finish.rpt
kind,from,to,slack [ps],cells after the start
setup / recovery,x2_i[1],node_12.psumm_ff[9]$_DFF_PP0_,4950,12
hold / removal,node_21.psumm_ff[0]$_DFF_PP0_,node_22.psumm_ff[0]$_DFF_PP0_,350,0
setup reg to reg,node_12.x_ff[1]$_DFF_PP0_,node_22.psumm_ff[11]$_DFF_PP0_,6230,12
hold reg to reg,node_21.psumm_ff[0]$_DFF_PP0_,node_22.psumm_ff[0]$_DFF_PP0_,350,0
max in group asynchronous,rst_i,node_12.x_ff[6]$_DFF_PP0_,6750,3
min in group asynchronous,rst_i,node_22.psumm_ff[5]$_DFF_PP0_,1970,2
No activity file was given, so power comes from the tool's default toggle rates.
